[design/flow/design.v]
`timescale 1ns / 1ps
module SyncFIFO(clk, rst, full, wEn, dIn, empty, rEn, dOut, faultEn);
parameter BITWIDTH = 5;
parameter DEPTH = 4;
input clk;
input rst;
input wEn;
input rEn;
input faultEn;
input [5-1:0] dIn;
output full;
output empty;
output reg [5-1:0] dOut;
reg [5-1:0] vars    [0:2**(4)-1];
reg [5-1:0] varsNxt [0:2**(4)-1];  
integer ii;
reg [4:0] rPtr;
reg [4:0] rPtrNxt;
reg [4:0] wPtr;
reg [4:0] wPtrNxt;
reg [4:0] wPtrPrev;  
always@(posedge clk)begin
	rPtr 		<= #1 rPtrNxt;
	wPtr 		<= #1 wPtrNxt;
	wPtrPrev <= #1 wPtr;
	for (ii = 0; ii < 2**(4); ii = ii+1) begin  
		vars[ii] <= #1 varsNxt[ii];
	end
end
always@* begin
	for (ii = 0; ii < 2**(4); ii = ii+1) begin  
		varsNxt[ii] = vars[ii];
	end
	dOut = vars[rPtr[4-1:0]][5-1:0];
	rPtrNxt  = rPtr;
	wPtrNxt  = wPtr;
	if(rst) begin
		rPtrNxt = 0;
		wPtrNxt = 0;
		dOut 	  = 0;
		for (ii = 0; ii < 2**(4); ii = ii+1) begin
			varsNxt[ii] = 0;
		end
	end else begin		
		if(!empty &rEn)begin 
			rPtrNxt = rPtr + 1;
		end
		if(!full & wEn &!(empty & rEn & wEn) | (full & rEn & wEn)) begin 
			varsNxt[wPtr[4-1:0]] = dIn;
			wPtrNxt = wPtr + 1;
		end		
		if(empty & rEn & wEn) begin 
			dOut = dIn;
		end
	end
end
assign empty =  (wPtr == rPtr) ? 1'b1: 1'b0;
assign full  =  ((wPtr[4-1:0] == rPtr[4-1:0]) & (wPtr[4] != rPtr[4]))   ? 1'b1: 1'b0;
endmodule 
[design/flow/run.sh]
#!/bin/bash
# OpenROAD 26Q1-2900-gdf79404cd8, Yosys 0.63+post, stock flow scripts
make -C /OpenROAD-flow-scripts/flow DESIGN_CONFIG=/design/flow/config.mk WORK_HOME=/design/flow/orfs finish
[design/flow/config.mk]
export PLATFORM = sky130hd
export DESIGN_NAME = SyncFIFO
export DESIGN_NICKNAME = SyncFIFO
export VERILOG_FILES = /design/flow/design.v
export SDC_FILE = /design/flow/constraint.sdc
export NUM_CORES = 4
export LEC_CHECK = 1
export CORE_UTILIZATION = 30
[design/flow/constraint.sdc]
current_design SyncFIFO

set clk_period 5.0
set clk_io_pct 0.2

create_clock -name clk0 -period $clk_period [get_ports {clk}]

set non_clock_inputs [all_inputs -no_clocks]
set_input_delay [expr $clk_period * $clk_io_pct] -clock clk0 $non_clock_inputs
set_output_delay [expr $clk_period * $clk_io_pct] -clock clk0 [all_outputs]
==> metrics.cfg <==
[final_layout]
regArea_um2=1800
areaGrowthSynthToFinish_pct=12.9
final_cells=676
drive_gt1_share_pct=10.0
nFillCells=1456
logic_area_um2=2600

[drt]
drtAntennaViolNets=0
viasPerCell=5.19
dr.pass1.iters=5
drc=0
diodes=0
wirelength_mm=10.9
vias=3506
drtIter0Drc=246
wl_per_cell_um=16.2

[setup_path]
worst_setup_path_start_kind=flip-flop
worst-path-stages=7
r2r_start=wPtr[0]
cp-end-kind=output port
max_stage_delay_ns=0.56
cpMaxStageDelayCell=nor4b_2
critPathMaxFanout=15
crit_type=flip-flop to output port
cp.required_ns=4.00
critPathTopFamily=AND-OR/OR-AND gates
crit_chain=inv_1 -> ha_1 -> o21ai_1 -> nor4b_2 -> a222oi_1 -> a311oi_1 -> clkdlybuf4s50_1
r2r_cells=7
startpoint=rPtr[0]
critical_path_buf_inv_count=2
arrival_ns=3.29

[logic_synthesis]
top_area_share_pct=38.9
syn_area_um2=4630
ys_seq_share_pct=38.9
ys_types=45
synth_area_per_cell_um2=9.39
synthCells=493
yosys-top-cells-area=dfxtp_1 39%, mux2i_1 18%, nor2_1 7.7%
ys_warn_count=3
yosysCellCount=493
yosysChipArea_um2=4630
synth_flops=90
yosysTopAreaCell=dfxtp_1

[clock_tree]
htree_levels=3
post_cts_buffers=0
clkLatencyLatePin_ns=0.34
cts.sinks=90
cts_buffers=9
clockBufferDepth=2
cts_tree=built
cts_hold_buf=0
cts_resized=0
clockRootBuffer=clkbuf_16
clkTransAtPathRegs_ns=0.06

[place]
gp_congestion=0.844
dp_cells=660
io_buffers=15
dp_hpwl_mm=7.20
dp_slack_ns=0.843

[sta]
slew_headroom_pct=46.7
finalMaxSlewViolations=0
grt_setup_unrepaired=false
tightest_slew_ns=0.799
fin_ws_ns=0.709
hold_viol_final=0
fin_setup_tns_ns=0
clock_skew_ns=0.0129
setup_viol=0
post-route-period-util_pct=85.8
fmax_mhz=233
layout_min_cycle_time_ns=4.29

[global_routing]
antenna_found_initial=0
grt_pass1_vias=3451
grt_max_degree=42
grt_pass1_wl_mm=18.1
grt_overflow_total=0
gr-usage-all-layers_pct=14.5

[pwr]
ir_drop_mv=0.223
pwr_density_cell_nw_per_um2=426
leakagePower_nw=1.73

[floorplanning]
rows=45
fp.dieW_um=126
core-area_um2=15100
core_util_floorplan_pct=30.6
dieHeight_um=126
pin_count=17
dieArea_um2=15900

[min_path]
hold_path_class=flip-flop to flip-flop
hold_path_depth=2
hp-start=vars[3][2]

[outcome]
status=finished clean

[flow_run]
cap_viol_max_count=0
warnings=32

report_power, final:
part           internal (mW)  leakage, nW  switching, mW  total (mW)
Clock                  0.443        0.159          0.288       0.731
Sequential             0.787        0.730         0.0459       0.833
Combinational          0.252        0.842          0.411       0.663
Total                   1.48         1.73          0.745        2.23
through the flow:
stage	util, %	hold slack (ns)	total power, mW	instance area, um^2
finish	34.5	0.494	2.23	5230
global route	34.5	0.522	2.34	5230
CTS	34.5	0.498	2.24	5230
detailed placement	32.4	0.482	1.50	4900
global placement	32.4	0.470	1.49	4900
floorplan	-	0.454	1.35	4630
cells by family after synthesis:
group	after synthesis	synth area share, %
AOI/OAI and AO/OA	95	19.3
xor gates and xnor gates	12	2.43
adders and majority gates	8	2.16
buffers and inverters	58	5.24
DFF	90	38.9
muxes	85	18.4
and+or+nand+nor	145	13.5
synthesized netlist by cell type:
master and number:
xor2_1 4, nand2_1 15, o2bb2ai_1 1, nand2b_1 1, buf_1 6, a211oi_1 4
o21ai_1 4, nor4_1 2, a31oi_1 3, o22ai_1 1, ha_1 8, a311oi_1 5
nand3b_1 3, o211ai_1 5, nor4b_2 1, o21bai_1 1, buf_2 5, nand3_1 14
a32o_1 2, xnor2_1 7, buf_4 1, or2_1 1, mux2i_1 84, a2111oi_2 1
a21oi_1 9, a221oi_4 10, inv_1 13, xnor2_2 1, a21oi_2 6, nor2_1 95
o21ai_0 12, a22o_1 5, a222oi_1 7, a221oi_1 5, and2_1 3, dfxtp_1 90
a221o_1 1, buf_6 2, a21boi_0 3, nand4_2 1, clkbuf_1 31, nor2b_1 3
nor3_1 6, mux2_2 1, a22oi_1 10
placed cells by master (no fill, tap or decap), drive strengths merged, types with 9 or more instances in the layout:
cell	instances
nor2	95
dfxtp	90
mux2i	84
o21ai	16
nand2	15
inv	15
a221oi	15
a21oi	15
nand3	14
clkdlybuf4s50	14
a22oi	10
buf	10
clkbuf	9
worst register-to-register path: stages, from the launching register on:
cell	delay [ns]
dfxtp_1	0.46
inv_1	0.10
ha_1	0.38
nor3_1	0.42
o21ai_1	0.21
a221oi_4	0.51
mux2i_1	0.25
nor2_1	0.05
layout make-up:
type                            instances  area share, %
Multi-Input combinational cell        345           49.8
Timing Repair Buffer                   24           4.07
Clock inverter                          7           1.92
Clock buffer                            9           4.31
Tap cell                              188           4.50
Sequential cell                        90           34.5
Inverter                               13          0.934
state kept, by name (all words and copies together), names as in the netlist:
signal  flops
vars       80
rPtr        5
wPtr        5
worst paths after layout:
kind | endpoint | slack, ns
worst max-delay path | dOut[4] | 0.71
worst min register to register | vars[3][2] | 0.49
worst min-delay path | vars[3][2] | 0.49
worst max register to register | vars[5][3] | 2.48
per-layer routing:
layer / vias to the layer above / GRT usage, % / routed length, um
met5: - / 0 / 0
met4: 0 / 2.48 / 165
met3: 12 / 2.90 / 566
met2: 90 / 21.9 / 4740
met1: 1670 / 22.2 / 5450
li1: 1734 / - / -
Power and IR drop assume default switching activity.
